**flow/run.sh**
```bash
#!/bin/bash
# OpenROAD 26Q1-2900-gdf79404cd8, Yosys 0.63+post, stock flow scripts
make -C /OpenROAD-flow-scripts/flow DESIGN_CONFIG=/design/flow/config.mk WORK_HOME=/design/flow/orfs finish
```
**flow/config.mk**
```make
export PLATFORM = sky130hd
export DESIGN_NAME = Mode2
export DESIGN_NICKNAME = Mode2
export VERILOG_FILES = /design/flow/design.v
export SDC_FILE = /design/flow/constraint.sdc
export NUM_CORES = 4
export LEC_CHECK = 1
export CORE_UTILIZATION = 30
```
**flow/constraint.sdc**
```tcl
current_design Mode2

set clk_period 2.0
set clk_io_pct 0.2

create_clock -name clk0 -period $clk_period [get_ports {cin}]
create_clock -name clk1 -period $clk_period [get_ports {cout}]
create_clock -name clk2 -period $clk_period [get_ports {selection2}]

set non_clock_inputs [all_inputs -no_clocks]
set_input_delay [expr $clk_period * $clk_io_pct] -clock clk0 $non_clock_inputs
set_output_delay [expr $clk_period * $clk_io_pct] -clock clk0 [all_outputs]
```
**flow/design.v**
```verilog
module Mode2(selection, selection2, key, counter, sw,cin,cout, highscore_mode2, signal2,light2);
	input selection, key, cin, cout;
	input selection2;
	input [23:0]counter;
	input [7:0] sw;
	output [23:0] highscore_mode2;
	output [9:0]light2;
	output reg signal2;
	wire match, s1, s2;
	wire [7:0] c;
	reg W, y;
		always@(posedge cin) 
	begin
		if(selection) 
		begin
			W <= key;
			y <= match;
			if(s2) 
			begin
				if(s1)
					signal2 = 1'b1;
				else
					signal2 = 1'b0;
			end
			else
				signal2 = 1'b0;
		end
		else 
		begin
			signal2 = 1'b0;
			W <= 1'b0;
			y <= 1'b1;
		end
	end
shifter register1(cout, c[7:4]);
shifter register2(cin,c[3:0]);
statemachine sm1(W, cin, y, s1);
delayCount dc2(12'b0010111011100, W, cout, s2);
compareLED cl1(cin, sw[7:0], light2[7:0], match);
lightdecoder ledseries(c[3:0],c[7:4], signal2,cin, light2[9:0]);
highscore hs2(signal2, counter[23:0], selection2, highscore_mode2[23:0]);
endmodule 
module compareLED (cin, switch, light2, flag);
	input [7:0]switch;
	input [7:0]light2;
	input cin;
	output reg flag;
	always@(posedge cin) 
	begin
		if (light2 == 8'b00000000)
			flag = 1'b0;
		else 
		begin
			if (switch[7:0] == light2[7:0])
				flag = 1'b1;
			else
				flag = 1'b0;
		end
	end
endmodule 
module decoder(a,seg);
	input [3:0]a;
	output reg [6:0]seg;
	always@(a)
		case(a)
			4'b0000 : seg[6:0] = 7'b1000000;
			4'b0001 : seg[6:0] = 7'b1111001;
			4'b0010 : seg[6:0] = 7'b0100100;
			4'b0011 : seg[6:0] = 7'b0110000;
			4'b0100 : seg[6:0] = 7'b0011001;
			4'b0101 : seg[6:0] = 7'b0010010;
			4'b0110 : seg[6:0] = 7'b0000010;
			4'b0111 : seg[6:0] = 7'b1111000;
			4'b1000 : seg[6:0] = 7'b0000000;
			4'b1001 : seg[6:0] = 7'b0010000;
			default : seg[6:0] = 7'b1000000;
		endcase
endmodule 
module lightdecoder(c1,c2,signal2,cin,light2);
	input [3:0]c1;
	input [3:0]c2;
	input signal2, cin;
	output reg [9:0] light2;
	initial
	begin
		light2[9:0] = 10'b0000000000;
	end
	always@(posedge cin) 
	begin
		if (signal2) 
		begin
			if (light2[7:0] == 8'b00000000) 
begin
				light2[3:0] <= c1[3:0];
				light2[7:4] <= c2[3:0];
				light2[9:8] <= 2'b00;
end
else
				light2[9:0] <= light2[9:0];
end
else
			light2[9:0] <=10'b0000000000;
end
endmodule 
module delayCount (r, key, clock1 ,output_signal);
	input [11:0]r;
	input key;
	input clock1;
	output reg output_signal;
	reg [11:0] counter;
	always@(posedge clock1, posedge key) 
	begin
		if (key) 
		begin
			counter[11:0] <= r[11:0];
			output_signal <= 1'b0;
		end
		else 
		begin
			if (counter == 12'b000000000000)
			begin
				output_signal <= 1'b1;
			end
			else 
			begin
				counter <= counter - 1'b1;
				output_signal <= 1'b0;
			end
		end
	end
	initial
	begin
		output_signal = 1'b0;
	end
	endmodule
module highscore (b, timecount, switch, hs);
	input b,switch;
	input [23:0] timecount;
	output reg [23:0] hs;
	always@(negedge b) 
	begin
		if (hs == 0 && timecount != 0)
			hs = timecount;
		else 
		begin
			if(timecount < hs && timecount != 0)
				hs[23:0] = timecount[23:0];
			else if(switch == 1 && x == 1)
			hs =0;
			else
				hs[23:0] = hs[23:0];
		end
	end
	reg x = 0;
	always@(posedge switch)
begin
x = x + 1;
	end
endmodule 
module shifter(clock,c);
	input clock;
	output reg [3:0]c;
	initial
		c = 4'b0001;
	always@(posedge clock) 
	begin
			c[3]<=c[2];
			c[2]<=c[1];
			c[1]<=c[0];
			c[0]<=c[3];
	end
endmodule 
module statemachine(key, cin , y , s1);
	input key, cin, y;
	output reg s1;
	reg a;
	reg b;
	initial
		s1 = 0;
	always@(posedge cin) 
	begin
		a = key	& ~s1;
		b = ~y & s1;
		s1 = a | b;
	end
endmodule 
```
==> GITHUB_STEP_SUMMARY <==
## PnR job results

| Metric | Value |
|---|---|
| CTS tree | `yes` |
| Routability congestion estimate | `0.8329` |
| Reg2reg end | `dc2.counter[5]` |
| Logic area | `1340 um^2` |
| Syn Area/Cell | `10.91 um^2` |
| Area Growth Syn to Fin | `35.42%` |
| Vias in the first global route | `2302` |
| First-pass DRT Iterations | `4` |
| Hold_ws | `0.2137 ns` |
| Post-Route WL | `6548 um` |
| LEAKAGE | `1.607 nW` |
| WS Path Type | `reg2reg` |
| Number of fill cells | `870` |
| Unrepaired setup endpoints after global routing | `false` |
| Gr usage total | `13.25%` |
| Largest fanout on the critical path | `6` |
| Die area | `10330 um^2` |
| Reg area | `1495 um^2` |
| Slew HR | `57.07%` |
| Async SR Flop Fraction | `22.03%` |
| Post_cts resized | `0` |
| Syn Inst Count | `273` |
| Flop2flop setup slack | `0.20 ns` |
| Worst Hold Class | `reg2async` |
| Worst r2r src | `dc2.counter[5]` |
| Top logic cells by instance count in the layout | `67 x clkdlybuf4s50_1, 27 x inv_1, 24 x ha_1, 24 x edfxtp_1, 22 x dfxtp_1` |
| Reg2Reg Depth | `5` |
| Crit path DAT | `1.92 ns` |
| Final setup viols | `0` |
| Via density | `4.825` |
| Slack of the critical path | `0.2002 ns` |
| Initial antenna violation count | `0` |
| Max stage delay cell, worst path | `nor3_2` |
| Register pins left without a clock | `24` |
| Grt total ovfl | `0` |
| Yosys chip area | `2978 um^2` |
| Max-Cap Viols | `0` |
| Num rows | `35` |
| Most numerous logic cell after layout | `clkdlybuf4s50_1` |
| Initial DRC Count | `86` |
| CP Buf/Inv Count | `0` |
| Crit-path cells | `nor3_2 > nand3b_1 > nor3_2 > nor3b_1 > xor2_1` |
| ANT nets after route | `0` |
| Endpoints left unconstrained | `72` |
| Cell Area, Placed | `3795 um^2` |
| Die X | `101.6 um` |
| Worst Path Required | `2.12 ns` |
| Post-synth seq share | `50.21%` |
| Port Buffers | `67` |
| Wire length per cell | `13.45 um` |
| Pwr dens | `556.6 nW/um^2` |
| Fin. Hold Viols | `0` |
| Chip Height | `101.6 um` |
| CP dominant cell by count | `nor3_2` |
| Vias | `2350` |
| Pwr Total | `2.244 mW` |
| Mapped Area | `2978 um^2` |
| Ys cells | `273` |
| Global-route wire length before repair | `10490 um` |
| EDFF count, synth | `24` |
| Synth flops | `59` |
| CP peak stage delay | `0.44 ns` |
| Largest net degree at the start of global routing | `33` |
| Ratio of cells with drive above 1 in the final layout | `12.01%` |
| Worst setup EP type | `register` |
| Inserted Diodes | `0` |
| Setup Skew | `0.004035 ns` |
| Crit path max-delay family | `simple AND/OR/NAND/NOR gates` |
| Fin Setup TNS | `0 ns` |
| Dominant flop cell | `edfxtp_1` |
| Slew Limit Fails | `0` |
| I/O pin total | `72` |
| Post-route cell area | `4033 um^2` |
| Fp_density | `31.63%` |
| Post-CTS Setup Repair Bufs | `0` |
| Run status | `completed` |
| CP Launch Type | `register` |
| Yosys warning count | `8` |
| Hold buffers post-CTS | `0` |
| CTS clk-pin slew, worst paths | `0.07 ns` |
| Synth cell types | `44` |
| Detail Placement HPWL | `4938 um` |
| Core outline area | `9415 um^2` |
| Worst slew pin tran | `0.6380 ns` |
| # DRC | `0` |
| DP Worst Slack | `0.2294 ns` |
| Tool warnings | `27` |
| Worst-case vdd ir drop | `0.0004809 V` |
==> layout make-up <==
| cell class | instances | area share, % |
|---|---|---|
| Inverter | 28 | 2.606 |
| Multi-Input combinational cell | 182 | 33.23 |
| Tap cell | 129 | 4.002 |
| Timing Repair Buffer | 70 | 17.19 |
| Sequential cell | 59 | 37.08 |
| Clock buffer | 17 | 5.554 |
| Clock inverter | 2 | 0.3413 |
==> sequential cells by signal, summed over array words and instances, names as in the netlist <==
register,flops
cl1.flag,1
hs2.hs,24
signal2,1
W,1
dc2.counter,12
y,1
sm1.s1,1
hs2.x,1
ledseries.light2,8
dc2.output_signal,1
register2.c,4
register1.c,4
==> Yosys cell counts (3+ instances only) <==
library cell | number | area share, %
a21boi_0 | 8 | 2.0
a21oi_1 | 16 | 2.7
dfrtp_1 | 6 | 5.0
dfstp_2 | 7 | 6.2
dfxtp_1 | 22 | 15
edfxtp_1 | 24 | 24
ha_1 | 24 | 10
inv_1 | 27 | 3.4
mux2i_1 | 3 | 1.0
nand2_1 | 14 | 1.8
nand2b_1 | 4 | 0.84
nand3_1 | 6 | 1.0
nand4_1 | 8 | 1.7
nor2_1 | 16 | 2.0
nor3_1 | 5 | 0.84
nor3b_1 | 7 | 1.8
nor3b_2 | 10 | 4.2
nor4_1 | 16 | 3.4
o21ai_0 | 7 | 1.2
xnor2_1 | 10 | 2.9
xor2_1 | 4 | 1.2
==> how the worst max path moves through the flow <==
stage,from,endpoint,depth (start not counted)
4_1_cts,dc2.counter[5],dc2.counter[5],5
5_1_grt,dc2.counter[5],dc2.counter[5],5
6_report,dc2.counter[5],dc2.counter[5],5
==> per-stage QoR <==
step           cells  utilization, %
2_1_floorplan    274               -
3_3_place_gp     468           40.31
3_5_place_dp     468           40.31
4_1_cts          487           42.83
5_1_grt          487           42.83
6_report         487           42.83
==> worst register-to-register path, cell delays in order (launching register included) <==
cell      delay [ns]
dfrtp_1         0.42
nor3_2          0.31
nand3b_1        0.23
nor3_2          0.44
nor3b_1         0.12
xor2_1          0.16
==> per-layer routing <==
metal	track usage [%]	part of all wire, %
met5	0	0
met3	4.132	7.0
met4	4.125	0.78
met1	19.50	48
met2	19.18	44
==> cells by family after synthesis <==
kind of cell    share of synthesized area [%]
compound gates                          9.874
xor+xnor                                4.117
fa+ha+maj                               10.08
buf+inv                                 4.916
flops                                   50.21
mux                                     1.008
other cells                            0.1259
simple gates                            19.66
==> power by group <==
group,internal (mW),leakage (nW),switching [mW]
clock,0.659,0.127,0.434
combinational,0.165,0.889,0.128
sequential,0.843,0.590,0.0153
Power figures rest on the tool's default switching activity, not on a simulated workload.
