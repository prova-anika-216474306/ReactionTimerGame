**/design/flow/design.v**
```verilog
module multiplexer(a,b,switch,result);
	input [3:0]a;
	input [3:0]b;
	input switch;
	output reg [3:0]result;
	always@(a, b, switch)
	case(switch)
			0 : result[3:0] <= a[3:0];
			1 : result[3:0] <= b[3:0];
		endcase
endmodule 
module highscoreMUX (a,b,switch,finalhs);
	input switch;
	input [23:0]a;
	input [23:0]b;
	output reg [23:0]finalhs;
	always@(a, b, switch)
		case(switch)
			0 : finalhs[23:0] <= a[23:0];
			1 : finalhs[23:0] <= b[23:0];
		endcase
endmodule 
```
**/design/flow/run.sh**
```bash
#!/bin/bash
# OpenROAD 26Q1-2900-gdf79404cd8, Yosys 0.63+post, stock flow scripts
make -C /OpenROAD-flow-scripts/flow DESIGN_CONFIG=/design/flow/config.mk WORK_HOME=/design/flow/orfs finish
```
**/design/flow/config.mk**
```make
export PLATFORM = sky130hd
export DESIGN_NAME = highscoreMUX
export DESIGN_NICKNAME = highscoreMUX
export VERILOG_FILES = /design/flow/design.v
export SDC_FILE = /design/flow/constraint.sdc
export NUM_CORES = 4
export LEC_CHECK = 1
export CORE_AREA = 10 10 70 70
export DIE_AREA = 0 0 80 80
```
**/design/flow/constraint.sdc**
```tcl
current_design highscoreMUX

set clk_period 1.0
set clk_io_pct 0.2

create_clock -name clk0 -period $clk_period

set non_clock_inputs [all_inputs -no_clocks]
set_input_delay [expr $clk_period * $clk_io_pct] -clock clk0 $non_clock_inputs
set_output_delay [expr $clk_period * $clk_io_pct] -clock clk0 [all_outputs]
```
==> results.ini <==
[run_status]
violations = negative setup slack
status = finished with violations

[power_and_ir_drop]
pwr-share-comb_pct = 100.0
p_leak_nw = 0.637
ir_drop_uv = 126
power_density_mw_per_mm2 = 391
p_int_uw = 360
sw_frac_of_total_pct = 22.3
p_clk_share_pct = 0
pwr-share-seq_pct = 0
p_switching_uw = 104

[global_routing]
grt_pass1_wl_um = 3180
gr-usage-all-layers_pct = 6.05
grt-ovfl-total = 0
grt_antenna_before_repair = 0
grt_start_max_net_pins = 7
grt_pass1_vias = 629

[floorplan]
die_w_um = 80
core_mm2 = 0.00342
die_h_um = 80
fp_util_pct = 11.6
row_count = 21
ioPinCount = 73
die-area_mm2 = 0.00640

[job]
warnings = 34
maxCapViolCount = 0

[routing]
drc = 0
dr_total_vias = 520
num_antenna_cells = 0
drt-wirelength-per-cell_um = 14.8
routed_wl_um = 2170
ant_nets = 0
drtPass1Iterations = 2
drtIter0Drc = 3
avgViaCountPerCell = 3.54

[sta]
rsz0062_at_grt = yes
drv_slew = 0
layout_worst_path_cycle_share_pct = 107
fin_ws_ps = -71.4
relSlewSlack_pct = 95.8
finalSetupViolations = 24
clock.fmax_ghz = 0.933
timing.hold.ws_ps = 793
post-route-min-period_ps = 1070
finalHoldViolCount = 0
worst_pin_slew_ps = 63.6

[setup_path]
critical-path-slowest-cell = mux2_4
criticalPathCategory = input port to output pin
cp_data_arrival_time_ps = 870
cp_cell_sequence = buf_12, buf_16, mux2_4, buf_6
critPathLaunchType = input port
cp_max_fo = 6
cp.required_ps = 800
cpPeakStageDelay_ps = 300
crit_path_end_kind = output pin

[final_layout]
n_clock_buffer = 0
area_growth_pct = 199
regArea_um2 = 0
drive_above_1_share_pct = 52.5
fillCellCount = 366
flop-count = 0
fin_cells = 147

[place]
place_congestion = 0.743
dp.cells = 144
dp_slack_ps = -912
io_buffers = 73

[logic_synthesis]
yosysTopAreaCell = mux2_4
ys_seq_share_pct = 0
ys_cells = 27
ys_types = 4
top_cells_by_area = mux2_4 (76%), mux2_2 (11%), buf_12 (10%)
yosysTopAreaCellShare_pct = 75.7
yosysWarningCount = 1
syn_inst = 27
yosys_area_um2 = 397
avgSynthCellArea_um2 = 14.7
netlist_area_um2 = 397

[clocking]
cts.hold.buffers_added = 0
postCtsSetupRepairBufs = 0

[worst_hold_path]
hold_class = input port to output pin

power by group through the flow:
| stage | Sequential (mW) | Combinational (mW) | Clock, mW |
|---|---|---|---|
| 5_1_grt | 0 | 0.498 | 0 |
| 6_report | 0 | 0.464 | 0 |
| 4_1_cts | 0 | 0.455 | 0 |
metal layers:
metal / track usage [%] / vias to the layer above / wire, µm / share of wire (%)
met5: 0 / - / 0 / 0
met4: 0 / 0 / 0 / 0
met3: 1.82 / 0 / 165 / 7.6
met2: 11.6 / 31 / 1160 / 54
met1: 6.72 / 236 / 840 / 39
li1: - / 253 / - / -
cell families after synthesis:
family / Yosys count / share of synthesized area, %
muxes: 24 / 87.1
buffers and inverters: 3 / 12.9
stage by stage:
| step | power [mW] | utilization [%] | setup TNS [ps] | area [µm²] |
|---|---|---|---|---|
| floorplan | 0.148 | - | 0 | 397 |
| global placement | 0.482 | 33.8 | -20800 | 1150 |
| detailed placement | 0.486 | 33.8 | -20990 | 1150 |
| CTS | 0.455 | 33.8 | -1750 | 1160 |
| global route | 0.498 | 34.8 | -2000 | 1190 |
| finish | 0.464 | 34.8 | -1590 | 1190 |
final timing paths:
path  depth (start not counted)     endpoint  slack (ps)   start
min                           3  finalhs[19]         790   a[19]
max                           4   finalhs[4]         -70  switch
what timing repair did:
| action | CTS | global route |
|---|---|---|
| gates resized | 148 | 5 |
| setup endpoints to repair | 24 | 24 |
| cloned | 3 | 0 |
synth_stat cells, drive strengths merged:
master and n:
buf 3, mux2 24
cell type report:
| class | instances | area (µm²) | area share, % |
|---|---|---|---|
| Timing Repair Buffer | 77 | 769 | 64.8 |
| Multi-Input combinational cell | 24 | 360 | 30.3 |
| Tap cell | 46 | 57.6 | 4.85 |
layout by cell type (no fill, tap or decap):
master	n
buf_2	7
dlygate4sd2_1	48
buf_12	2
buf_16	3
buf_6	17
mux2_4	24
critical path, delay by kind of cell:
family | cells | cell delay (ps)
buf+inv | 3 | 370
mux | 1 | 300
Power and IR drop assume default switching activity.
